<file path="design/flow/config.mk">
export PLATFORM = sky130hd
export DESIGN_NAME = tx_fifo
export DESIGN_NICKNAME = tx_fifo
export VERILOG_FILES = /design/flow/design.v
export SDC_FILE = /design/flow/constraint.sdc
export NUM_CORES = 4
export LEC_CHECK = 1
export CORE_UTILIZATION = 30
</file>
<file path="design/flow/constraint.sdc">
current_design tx_fifo

set clk_period 4.8
set clk_io_pct 0.2

create_clock -name clk0 -period $clk_period [get_ports {clk}]

set non_clock_inputs [all_inputs -no_clocks]
set_input_delay [expr $clk_period * $clk_io_pct] -clock clk0 $non_clock_inputs
set_output_delay [expr $clk_period * $clk_io_pct] -clock clk0 [all_outputs]
</file>
<file path="design/flow/design.v">
`timescale 1ps/1ps
module tx_fifo #(
    parameter FIFO_DEPTH = 16,    
    parameter DATA_WIDTH = 32     
) (
    input  wire                  clk,
    input  wire                  rst_n,
    input  wire                  fifo_tx_we_o,    
    input  wire [DATA_WIDTH-1:0] fifo_tx_data_o,  
    input  wire                  tx_ren,          
    output wire [DATA_WIDTH-1:0] tx_data_fifo,    
    output wire                  tx_empty,        
    output wire [3:0]            tx_level,        
    output wire                  tx_full,         
    output wire                  underrun         
);
    reg [DATA_WIDTH-1:0] mem [0:FIFO_DEPTH-1];
    reg [$clog2(FIFO_DEPTH)-1:0] wr_ptr, rd_ptr;
    reg [$clog2(FIFO_DEPTH):0] count;
    reg                         underrun_reg;
    reg [DATA_WIDTH-1:0] read_data;
    assign tx_full     = (count == FIFO_DEPTH);
    assign tx_empty    = (count == 0);
    assign tx_data_fifo= read_data;
    assign tx_level    = count[3:0];   
    assign underrun    = underrun_reg;
    always @(posedge clk or negedge rst_n) begin
        if (!rst_n) begin
            wr_ptr      <= 0;
            rd_ptr      <= 0;
            count       <= 0;
            underrun_reg<= 0;
            read_data   <= 0;
        end else begin
            if (fifo_tx_we_o && !tx_full) begin
                mem[wr_ptr] <= fifo_tx_data_o;
                wr_ptr      <= wr_ptr + 1;
            end
            if (tx_ren) begin
                if (!tx_empty) begin
                    read_data   <= mem[rd_ptr];    
                    rd_ptr      <= rd_ptr + 1;
                    underrun_reg<= 0;
                end else begin
                    underrun_reg<= 1;
                end
            end
            case ({fifo_tx_we_o && !tx_full, tx_ren && !tx_empty})
                2'b10: count <= count + 1;  
                2'b01: count <= count - 1;  
                default: ;                  
            endcase
        end
    end
endmodule
</file>
<file path="design/flow/run.sh">
#!/bin/bash
# OpenROAD 26Q1-2900-gdf79404cd8, Yosys 0.63+post, stock flow scripts
make -C /OpenROAD-flow-scripts/flow DESIGN_CONFIG=/design/flow/config.mk WORK_HOME=/design/flow/orfs finish
</file>
==> qor.yml <==
ys_types: 53
fin_skew_ps: 9.07
dieArea_mm2: 0.0716
htreeDepth: 2
regMostFlops: "mem"
ys_sh_adder_pct: 0.804
grt_overflow_total: 0
internal_power_mw: 9.75
tightestPinTransition_ps: 1120
worstPathArrival_ps: 3940
clkLatencyLatePin_ps: 590
cts_buffers: 56
wl_per_cell_um: 22.5
seq_power_share_pct: 41.3
setup.worst_path.start_class: "register"
floorplan.core_util_pct: 30.3
crit_cells: 7
cp_slowest_cell: "nor2_1"
p_leak_nw: 7.80
drcViolationCount: 0
path_class: "register to register"
die_y_um: 268
vias: 12100
n_fill_cell: 6457
dieWidth_um: 268
rsz0062_at_grt: "no"
num_rows: 97
synth_flop_count: 558
ys_sh_xor_pct: 0.414
ys_area_mm2: 0.0212
drv_cap: 0
clock-sinks: 558
status: "completed"
cts-root-buf: "clkbuf_16"
antenna_found_initial: 0
drtPass1Iterations: 5
cts_hold_buf: 0
track_usage_pct: 15.8
netlist_area_mm2: 0.0212
min_path_type: "primary input to async pin"
crit_family: "buffers and inverters"
ant_nets: 0
diodes: 0
core_mm2: 0.0699
worstRegToRegCells: 7
drive_above_1_share_pct: 11.1
mux_share_pct: 1.60
synthArstFlopShare_pct: 8.24
synth_stat.cells: 1266
power_density_mw_per_mm2: 583
clk_path_buf_depth: 3
io-pin-count: 75
worst-path-max-fanout: 34
fin_util_pct: 35.5
timing.final.crit_period_ps: 3550
grt_max_degree: 118
p_sw_share_pct: 32.7
synth.avg_cell_area_um2: 16.7
crit_path_cell_trace: "inv_1, ha_4, buf_4, buf_4, a2111oi_2, nor2_1, a311oi_1"
pwr-share-comb_pct: 30.7
fin_tns_setup_ps: 0
edf_count: 512
post_cts_buffers: 0
flop_cell: "edfxtp_1"
tritoncts: "yes"
slew_headroom_pct: 24.8
ys_seq_share_pct: 78.1
drt_iter0_drc: 758
path_buffers: 3
p_clk_share_pct: 28.0
critPathMaxStageDelay_ps: 890
netlist_instances: 1266
critPathRequiredTime_ps: 5190
vias_per_cell: 5.20
max_freq_mhz: 282
routabilityCongestion: 0.833
setup_viol_count_final: 0
largest_reg_flops: 512
top_regs: "mem (512), read_data (32), count (5)"
grt_pass1_wl_um: 79100
ctsResizeCount: 0
log.warning_count: 33
clk_pin_slew_ps: 60
aoi_share_pct: 13.7
top_logic_kind: "AND-OR/OR-AND gates"
period_used_pct: 74.0
drv_slew: 0
dp_hpwl_um: 30000
area_delta_synth_final_pct: 17.4
synth_warnings: 2
grt_pass1_vias: 13000
wl_um: 52200
port_buffers: 74
simple_gate_share_pct: 3.15
switchingPower_mw: 4.74
ir_drop_mv: 0.477
finalHoldViolCount: 0
endpoint_kind: "register"
crit_top_cell: "buf_4"
## synth_stat cells, drive strengths merged, types with 13 or more instances
library cell	n	area [um2]
a22o	30	263
nor3	20	100
nand2	54	203
a22oi	115	863
clkbuf	47	176
o32ai	13	114
a221oi	28	245
a21oi	44	220
o22ai	29	181
nor2	31	116
a211oi	17	128
dfrtp	46	1150
mux2	14	158
buf	51	250
edfxtp	512	15400
mux2i	18	180
o21a	13	97.6
o21ai	50	250
o221ai	13	114
## worst register-to-register path: cells and delay by family (launching register included)
family,cells,cell delay [ps]
buf+inv,3,1190
simple gates,1,890
fa+ha+maj,1,470
flops,1,470
compound gates,2,350
## power groups by stage
stage	Sequential [mW]	Combinational, mW	Clock [mW]
CTS	5.99	4.51	4.14
global route	6.03	4.88	4.33
finish	5.98	4.45	4.06
## worst paths after layout
| path | slack, ps | start | endpoint |
|---|---|---|---|
| setup / recovery | 1250 | rd_ptr[0]$_DFFE_PN0P_ | read_data[15]$_DFFE_PN0P_ |
| hold / removal | 260 | rst_n | read_data[23]$_DFFE_PN0P_ |
| setup reg to reg | 1250 | rd_ptr[0]$_DFFE_PN0P_ | read_data[15]$_DFFE_PN0P_ |
| hold reg to reg | 490 | read_data[31]$_DFFE_PN0P_ | read_data[31]$_DFFE_PN0P_ |
| max in group asynchronous | 3540 | rst_n | rd_ptr[3]$_DFFE_PN0P_ |
| min in group clk0 | 490 | read_data[31]$_DFFE_PN0P_ | read_data[31]$_DFFE_PN0P_ |
## stage by stage
stage | cells | area, um2 | setup WS [ps] | power [mW] | hold WS, ps
floorplan | 1266 | 21200 | 605 | 8.74 | 426
global placement | 2221 | 23100 | 1170 | 10.5 | 471
detailed placement | 2221 | 23100 | 1190 | 10.6 | 474
CTS | 2321 | 24800 | 1320 | 14.6 | 237
global route | 2321 | 24800 | 1100 | 15.2 | 242
finish | 2321 | 24800 | 1250 | 14.5 | 258
## final cells by class
type | instances | area [um2] | share of cell area, %
timing repair buffer | 113 | 1050 | 4.24
clock buffer | 78 | 1520 | 6.10
clock inverter | 22 | 186 | 0.750
multi-input combinational | 598 | 4340 | 17.5
inverter | 12 | 45.0 | 0.181
sequential | 558 | 16500 | 66.5
tap | 940 | 1180 | 4.73
## layer usage
| layer | GRT usage (%) | up-vias | part of all wire, % |
|---|---|---|---|
| met4 | 3.34 | 2 | 2.5 |
| met3 | 9.93 | 91 | 13 |
| met5 | 0.624 | - | 0.11 |
| li1 | - | 5312 | - |
| met1 | 18.8 | 5985 | 36 |
| met2 | 24.6 | 669 | 48 |
## cells in the final DEF (no fill, tap or decap), drive strengths merged, types with 10 or more instances in the layout
cell	instances
edfxtp	512
nor2	31
a211oi	17
mux2	14
nor3	20
a21oi	44
and3	10
clkinv	18
nand2	54
clkdlybuf4s50	73
ha	12
o21ai	50
a22oi	115
a221oi	28
o221ai	13
clkbuf	78
dfrtp	46
buf	40
o32ai	13
o22ai	29
inv	13
o21a	13
mux2i	18
a222oi	10
a22o	30
## logic make-up (layout without fill, tap and decap cells)
group | after synthesis | after routing
adder cells (fa/ha/maj) | 13 | 13
flip-flops | 558 | 558
XOR/XNOR | 10 | 10
multiplexers | 32 | 32
AND-OR/OR-AND | 399 | 399
AND/OR/NAND/NOR | 144 | 144
buffers and inverters | 110 | 225
No activity file was given, so power comes from the tool's default toggle rates.
