===== design/flow/design.v =====
`timescale 1ps/1ps
module rx_fifo #(
    parameter FIFO_DEPTH = 16,    
    parameter DATA_WIDTH = 32     
) (
    input  wire                  clk,
    input  wire                  rst_n,
    input  wire                  rx_wen,          
    input  wire [DATA_WIDTH-1:0] rx_data_fifo,    
    input  wire                  fifo_rx_re_o,    
    output wire [DATA_WIDTH-1:0] fifo_rx_data_i,  
    input  wire                  dma_rd_en,       
    output wire [DATA_WIDTH-1:0] dma_rd_data,     
    output wire                  dma_empty,       
    output wire [3:0]            rx_level,        
    output wire                  rx_full,         
    output wire                  rx_empty,        
    output wire                  overrun          
);
    reg [DATA_WIDTH-1:0] mem [0:FIFO_DEPTH-1];
    reg [$clog2(FIFO_DEPTH)-1:0] wr_ptr, rd_ptr;
    reg [$clog2(FIFO_DEPTH):0] count;
    reg                         overrun_reg;
    reg [DATA_WIDTH-1:0] read_data;
    wire actual_rd_en = fifo_rx_re_o | dma_rd_en;
    always @(posedge clk) begin
        if (actual_rd_en && !rx_empty)
            read_data <= mem[rd_ptr];
    end
    assign fifo_rx_data_i = read_data;
    assign dma_rd_data    = mem[rd_ptr];
    assign rx_full   = (count == FIFO_DEPTH);
    assign rx_empty  = (count == 0);
    assign dma_empty = rx_empty;
    assign rx_level  = count[3:0];   
    assign overrun   = overrun_reg;
    always @(posedge clk or negedge rst_n) begin
        if (!rst_n) begin
            wr_ptr      <= 0;
            rd_ptr      <= 0;
            count       <= 0;
            overrun_reg <= 0;
        end else begin
            if (rx_wen) begin
                if (!rx_full) begin
                    mem[wr_ptr] <= rx_data_fifo;
                    wr_ptr      <= wr_ptr + 1;
                    overrun_reg <= 0;
                end else begin
                    overrun_reg <= 1;
                end
            end
            if (actual_rd_en && !rx_empty) begin
                rd_ptr <= rd_ptr + 1;
            end
            case ({rx_wen && !rx_full, actual_rd_en && !rx_empty})
                2'b10: count <= count + 1;  
                2'b01: count <= count - 1;  
                default: ;                  
            endcase
        end
    end
endmodule

===== design/flow/run.sh =====
#!/bin/bash
# OpenROAD 26Q1-2900-gdf79404cd8, Yosys 0.63+post, stock flow scripts
make -C /OpenROAD-flow-scripts/flow DESIGN_CONFIG=/design/flow/config.mk WORK_HOME=/design/flow/orfs finish

===== design/flow/config.mk =====
export PLATFORM = sky130hd
export DESIGN_NAME = rx_fifo
export DESIGN_NICKNAME = rx_fifo
export VERILOG_FILES = /design/flow/design.v
export SDC_FILE = /design/flow/constraint.sdc
export NUM_CORES = 4
export LEC_CHECK = 1
export CORE_UTILIZATION = 30

===== design/flow/constraint.sdc =====
current_design rx_fifo

set clk_period 5.3
set clk_io_pct 0.2

create_clock -name clk0 -period $clk_period [get_ports {clk}]

set non_clock_inputs [all_inputs -no_clocks]
set_input_delay [expr $clk_period * $clk_io_pct] -clock clk0 $non_clock_inputs
set_output_delay [expr $clk_period * $clk_io_pct] -clock clk0 [all_outputs]

==> notes.md <==
Status of the implementation.

- The run finished with clean final reports.
- The clock reaches the later pin of the worst-skew pair after 0.61 ns.
- The async set-reset flop share out of synthesis is 2.51%, for reference.
- Per the timing report, the biggest fanout along the worst path comes to 54.
- The detailed-route via count is 11.6k, for reference.
- The worst setup path is of the flip-flop to output pin kind.
- The final weighted congestion in routability-driven placement is 0.799, for reference.
- The count of instances resized after the clock tree is built is 0, for reference.
- The wire length per cell is 22.1 um, for reference.
- The post-placement cell area is 23,200 um2.
- The worst slew margin relative to its limit is 35.0%, for reference.
- The dominant register cell is sky130_fd_sc_hd__edfxtp_1, for reference.
- After Yosys synthesis, full adders, half adders and majority gates account for 0.818% of the synthesized area.
- The sequential cell fraction of total power is 40.8%, for reference.
- The fraction of post-synthesis cell area in the top cell type by area is 78.5%, for reference.
- The post-synthesis cell type with the largest combined area is sky130_fd_sc_hd__edfxtp_1, for reference.
- The largest registers in the layout are mem x512, read_data x32, count x5.
- Counting flops with a built-in enable in the synthesized netlist gives 544.
- The synthesized netlist occupies a cell area of 20,800 um2.
- The clock network is responsible for 28.2% of the overall power.
- After Yosys synthesis, XOR and XNOR cells account for 0.379% of the synthesized area.
- The final period demand of the worst path is 4.68 ns, for reference.
- The power density over the cells is 551 nW/um2, for reference.
- Looking at the clock tree report, the root buffer type is sky130_fd_sc_hd__clkbuf_16.
- The tally of filler cells in the layout is 6,200, for reference.
- The cell count after synthesis is 1,166, for reference.
- The kind of end point of the critical path is an output pin, for reference.
- For the worst setup path, the data arrival time is 3.62 ns.
- The worst setup path is launched from a flip-flop.
- For this run, the chip area from Yosys synthesis comes to 20,800 um2.
- The combined global-route utilization of all metal layers is 15.2%, for reference.
- Of the cells placed in the final design, the portion with a size suffix greater than 1 is 11.7%.
- The clock transition at the register clock pins on the worst setup and hold paths after CTS is 0.06 ns, for reference.
- The smallest hold slack is 0.520 ns, for reference.
- The multiplexer fraction of the synthesized cell area is 1.24%, for reference.
- Entering global routing, the biggest net connects 60 pins.
- According to the floorplan report, the total die area is 70,400 um2.
- In the Yosys report, the sequential cells make up 80.2% of the chip area.
- In this run the core area contains 96 standard-cell rows.
- The depth of the CTS H-tree is 2, for reference.
- Setup repair after global routing left no endpoint under its margin.
- The main combinational cell family by area after synthesis is AND-OR/OR-AND gates, for reference.
- The data required time reported for the critical path is 4.24 ns.
- The synthesis-to-finish area growth is 20.1%, for reference.
- The number of clock buffers inserted by TritonCTS is 59, for reference.
- The synthesized netlist devotes 12.8% of its cell area to compound gates.
- The fraction of the mapped netlist area in simple logic gates is 2.51%, for reference.
- The number of antenna violations at the first check in global routing is 0, for reference.
- The residual DRC count is 0, for reference.
- The first routing iteration left 989 violations.
- The static leakage power is 7.84 nW, for reference.
- Antenna repair during routing inserted a diode count of 0.
- Looking at the max-slew report, the worst-margin pin has a slew of 0.973 ns.
- Counting distinct cell types in the post-synthesis netlist gives 47.
- The most common logic cells in the final layout are sky130_fd_sc_hd__edfxtp_1, sky130_fd_sc_hd__clkdlybuf4s50_1, sky130_fd_sc_hd__a22oi_1.
- mem holds more flip-flops than any other register.
- For the final routed database, the setup TNS stands at 0 ns.
- The total clock sinks is 558, for reference.
- The overall power consumption is 13.8 mW, for reference.
- The total of buffers placed on input and output ports is 108, for reference.
- Endpoints failing hold in the final report were tallied at 0.
- Logged for this run, the post-placement worst setup slack is 1.24 ns.
- The number of setup buffers added after CTS is 0, for reference.
- The net switching component of the power is 4.31 mW, for reference.
- The final report gives the standard cell area, fillers excluded, as 25,000 um2.
- The final worst slack is 0.621 ns, for reference.
- The floorplan step set the die height to 265 um.
- The global-route congestion overflow total is 0, for reference.
- The tally of non-filler cells in the final layout is 2,271, for reference.
- The number of global-route vias before repair is 12.3k.
- For this run, the share of the core covered by cells in the final layout is 36.4%.
- By instance count after routing, the leading logic cell type is sky130_fd_sc_hd__edfxtp_1.
- The worst hold path belongs to the class flip-flop to flip-flop.
- The number of storage elements in the synthesis netlist is 558, for reference.
- No sink is reached through more buffers than the 3 on the longest clock path.
- The setup slack of the most critical reg-to-reg path is 2.13 ns, for reference.
- The worst-case IR drop observed on VDD is 0.000303 V.
- Wires add up to 50.2 mm.
- The achievable clock frequency is 214 MHz, for reference.
- The number of max-slew violations in the final report is 0, for reference.
- In this run, post-CTS hold repair placed 0 buffers.
- Once detailed placement completed, the half-perimeter wirelength came to 28.3 mm.
- The count of tool warnings is 31, for reference.
- The total area inside the core boundary comes to 68,600 um2.
- The switching part of the total is 31.3%, for reference.
- The synthesis report lists the Yosys warning total as 2.
- In this run the horizontal extent of the chip is 265 um.
- The TritonCTS clock tree is done, for reference.
- The total of endpoints with negative setup slack in the final report is 0, for reference.
- For this design the top-level I/O count stands at 109.
- The remaining antenna violation count is 0, for reference.
- The detailed-route vias per instance is 5.11, for reference.
- The register with the most flip-flops in the layout has 512 of them.
- The run reported a max-capacitance violation count of 0.
- The portion of the clock cycle consumed by the worst path in the final layout is 88.3%, for reference.
- The internal portion of the total power is 9.45 mW.
- For this run, the detailed router's first-pass iteration total came to 6.
- The main area contributors are sky130_fd_sc_hd__edfxtp_1, sky130_fd_sc_hd__a222oi_1, sky130_fd_sc_hd__a22oi_1.
- The first global-routing pass estimated 75.7 mm of wire.
- The placed cell count is 2,161, for reference.
- Before placement the cells fill 30.3% of the core.
- Averaged over all synthesized cells, the footprint is 17.8 um2.
- After layout, the setup clock skew is reported as 0.0168 ns.
- The number of cells reported by Yosys stat comes to 1,166.
- The power report attributes to the combinational group a share of 30.9%.
-- cell usage after synthesis, drive strengths merged (4+ instances only) --
cell	instances
o22ai	28
inv	10
o21ai	8
nor3	6
a22o	29
nor2	41
ha	12
a222oi	56
a221oi	32
a211oi	24
dfrtp	14
nand3	19
nand2	31
mux2i	19
nand2b	4
a31oi	17
a21oi	55
a22oi	74
a32o	9
mux2	6
clkbuf	44
xnor2	7
edfxtp	544
and2	4
a21o	6
buf	43
-- worst paths after layout --
| check | to | cells after the start | startpoint |
|---|---|---|---|
| max in group asynchronous | rd_ptr[3]$_DFFE_PN0P_ | 2 | rst_n |
| min in group asynchronous | overrun_reg$_DFFE_PN0P_ | 1 | rst_n |
| max | dma_rd_data[16] | 8 | rd_ptr[0]$_DFFE_PN0P_ |
| min | overrun_reg$_DFFE_PN0P_ | 1 | overrun_reg$_DFFE_PN0P_ |
| min reg2reg | overrun_reg$_DFFE_PN0P_ | 1 | overrun_reg$_DFFE_PN0P_ |
| max reg2reg | count[4]$_DFFE_PN0P_ | 8 | count[1]$_DFFE_PN0P_ |
-- final cells by class --
cell class                      count  area, um2  share of cell area (%)
Clock buffer                       74       1530                    6.13
Clock inverter                     36        297                    1.19
Inverter                           10       37.5                   0.150
Multi-Input combinational cell    511       3840                    15.4
Sequential cell                   558      16700                    66.8
Tap cell                          931       1160                    4.66
Timing Repair Buffer              151       1420                    5.67
-- critical path: stages, from the launching register on --
cell,delay (ns)
sky130_fd_sc_hd__dfrtp_1,0.46
sky130_fd_sc_hd__inv_1,0.20
sky130_fd_sc_hd__ha_4,0.69
sky130_fd_sc_hd__buf_4,0.48
sky130_fd_sc_hd__a22oi_1,0.15
sky130_fd_sc_hd__a31oi_1,0.23
sky130_fd_sc_hd__a21oi_1,0.14
sky130_fd_sc_hd__nand2_1,0.17
sky130_fd_sc_hd__clkdlybuf4s50_1,0.48
-- cells by family after synthesis --
| family | count (synthesis) |
|---|---|
| mux | 25 |
| fa+ha+maj | 13 |
| buf+inv | 97 |
| xor+xnor | 9 |
| flops | 558 |
| compound gates | 347 |
| simple gates | 117 |
-- power groups by stage --
stage	Clock (mW)	Sequential [mW]	Combinational, mW
after CTS	3.99	5.62	4.34
after global routing	4.15	5.66	4.70
final	3.89	5.62	4.26
-- per-layer routing --
| layer | GRT usage, % | up-vias | routed length, um |
|---|---|---|---|
| met5 | 0.485 | - | 46 |
| met4 | 2.73 | 2 | 974 |
| met3 | 8.93 | 75 | 6270 |
| met2 | 23.6 | 626 | 24100 |
| met1 | 19.3 | 5751 | 18900 |
| li1 | - | 5148 | - |
Power figures rest on the tool's default switching activity, not on a simulated workload.
